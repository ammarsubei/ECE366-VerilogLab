--- run.sh ---
#!/bin/bash
# OpenROAD 26Q1-2900-gdf79404cd8, Yosys 0.63+post, stock flow scripts
make -C /OpenROAD-flow-scripts/flow DESIGN_CONFIG=/design/flow/config.mk WORK_HOME=/design/flow/orfs finish
--- config.mk ---
export PLATFORM = sky130hd
export DESIGN_NAME = RCA8bit
export DESIGN_NICKNAME = RCA8bit
export VERILOG_FILES = /design/flow/design.v
export SDC_FILE = /design/flow/constraint.sdc
export NUM_CORES = 4
export LEC_CHECK = 1
export CORE_AREA = 10 10 70 70
export DIE_AREA = 0 0 80 80
--- constraint.sdc ---
current_design RCA8bit

set clk_period 3.6
set clk_io_pct 0.2

create_clock -name clk0 -period $clk_period

set non_clock_inputs [all_inputs -no_clocks]
set_input_delay [expr $clk_period * $clk_io_pct] -clock clk0 $non_clock_inputs
set_output_delay [expr $clk_period * $clk_io_pct] -clock clk0 [all_outputs]
--- design.v ---
module FA1bit(a, b, cin, sum, cout);
  input a, b, cin;
  output sum, cout;
  assign sum = a ^ b ^ cin;
  assign cout = (a & b) | (a & cin) | (b & cin);
endmodule
module RCA8bit(a, b, cin, sum, cout);
  input [7:0] a;
  input [7:0] b;
  input cin;
  output [7:0] sum;
  output cout;
  wire [6:0] c;
  FA1bit A1(a[0], b[0], cin, sum[0], c[0]);
  FA1bit A2(a[1], b[1], c[0], sum[1], c[1]);
  FA1bit A3(a[2], b[2], c[1], sum[2], c[2]);
  FA1bit A4(a[3], b[3], c[2], sum[3], c[3]);
  FA1bit A5(a[4], b[4], c[3], sum[4], c[4]);
  FA1bit A6(a[5], b[5], c[4], sum[5], c[5]);
  FA1bit A7(a[6], b[6], c[5], sum[6], c[6]);
  FA1bit A8(a[7], b[7], c[6], sum[7], cout);
endmodule
==> reports/metrics.yaml <==
placed_design:
  portBuffers: 26
  place_area_um2: 550.5
  dpl.cell_count: 90
  finalWeightedCongestion: 0.8409
  dp_hpwl_um: 763.8
worst_setup_path:
  crit_buf_inv: 6
  critPathTopFamily: "adder cells"
  cp_common_cell: "fa_2"
  critPathRequiredTime_ns: 2.88
  arrival_ns: 3.81
  path_max_fanout: 1
  cp-start-kind: "primary input"
  crit_path_cell_trace: "buf_8 -> inv_12 -> fa_2 -> inv_2 -> fa_2 -> fa_2 -> fa_2 -> fa_2 -> fa_2 -> fa_2 -> inv_2 -> fa_2 -> inv_2 -> buf_2"
  critPathKind: "in2out"
  slowest_stage: "fa_2"
  end_kind: "output port"
  critPathMaxStageDelay_ns: 0.42
die:
  pin_count: 26
  fp_util_pct: 7.546
  die_w_um: 80
  die_h_um: 80
  coreArea_mm2: 0.003416
  row_count: 21
  die_area_mm2: 0.006400
drt:
  postRouteAntennaNets: 0
  drt_iter0_drc: 1
  routed_wirelength_um: 760
  num_antenna_cells: 0
  drc: 0
  firstDrtPassIters: 2
  route.vias.total: 210
  post_drt_wl_per_cell_um: 8.444
  avgViaCountPerCell: 2.333
synth:
  ys_top_cells_by_count: "10 x inv_1, 8 x buf_4, 8 x fa_1"
  synth.area.top_cells: "fa_1 62%, buf_4 23%, inv_1 15%"
  synth_cell_types: 3
  top_area_cell: "fa_1"
  yosys_area_um2: 257.7
  netlist_instances: 26
  top_cell_area_share_pct: 62.14
  syn-cell-area_um2: 257.7
  most_common_cell: "inv_1"
  yosys_cells: 26
  ys_seq_share_pct: 0
  ys_warn_count: 0
  avgSynthCellArea_um2: 9.913
pwr:
  p_leak_nw: 0.2142
  comb_power_share_pct: 100.0
  p_sw_share_pct: 31.90
  ir_drop_mv: 0.03920
  pwr_density_cell_mw_per_mm2: 133.8
  clkPwrFrac_pct: 0
  p_seq_share_pct: 0
  p_int_mw: 0.04857
  switching_power_mw: 0.02275
grt:
  grt_max_degree: 2
  grt_antenna_before_repair: 0
  track_usage_pct: 2.334
  grt_pass1_vias: 247
  grt_pass1_wl_um: 1200
  overflow: 0
status:
  violations: "negative setup slack"
  outcome: "finished with violations"
timing:
  hold_viol: 0
  finalClockPeriodUsage_pct: 125.9
  fin_crit_ns: 4.532
  setup_violations: 4
  relSlewSlack_pct: 92.47
  rsz0062_at_grt: "yes"
  fmax_mhz: 220.6
  tns_ns: -2.445
  worst_pin_slew_ns: 0.1126
  drv_slew: 0
  fin_ws_ns: -0.9324
final_layout:
  finalCoreUtilization_pct: 15.60
  finish.instance_area_um2: 533.0
  drive_gt1_share_pct: 50.00
  fin_cells: 90
  syn2layout_area_growth_pct: 106.8
  seq_cells: 0
  fillers: 391
  ff_latch_area_um2: 0
  nClkBuffers: 0
run:
  drv_cap: 0
  warnings: 35
hold_path:
  hp-class: "in2out"
cts:
  post_cts_buffers: 0
[tightest hold or removal path, cell delays in order]
cell             delay (ns)
buf_6                  0.09
inv_2                  0.04
fa_2                   0.18
inv_1                  0.03
clkdlybuf4s50_1        0.40
[per-layer routing]
| metal | up-vias | global-route usage [%] | part of all wire, % |
|---|---|---|---|
| met1 | 90 | 3.535 | 48 |
| met3 | 0 | 1.705 | 25 |
| met2 | 24 | 2.648 | 27 |
| met4 | 0 | 0 | 0 |
| li1 | 96 | - | - |
| met5 | - | 0 | 0 |
[final timing paths]
kind / cells past startpoint / start / slack (ns) / endpoint
setup / recovery: 14 / a[0] / -0.93 / sum[7]
hold / removal: 5 / cin / 2.18 / sum[0]
[stage by stage]
step | power (mW) | setup slack (ns) | hold slack, ns
finish | 0.07132 | -0.9324 | 2.180
CTS | 0.07435 | -1.053 | 2.183
global placement | 0.08376 | -1.776 | 2.505
detailed placement | 0.08366 | -1.779 | 2.508
floorplan | 0.04304 | -0.7086 | 1.667
global route | 0.08277 | -1.018 | 2.219
[repair_timing]
item | CTS | global route
hold buffers | 0 | 0
resized | 37 | 1
setup endpoints to repair | 7 | 4
pin swaps | 8 | 8
[logic make-up after synthesis]
group,count (synthesis),share of synthesized area (%)
adder cells (fa/ha/maj),8,62.13
buffers and inverters,18,37.87
[cell type report]
| type | instances | area [um^2] | share of cell area, % |
|---|---|---|---|
| inverters | 10 | 55.05 | 10.33 |
| well taps | 46 | 57.56 | 10.80 |
| repair buffers | 26 | 240.2 | 45.07 |
| multi-input cells | 8 | 180.2 | 33.80 |
[power groups by stage]
stage | logic (mW) | registers (mW) | clock network (mW)
4_1_cts | 0.0744 | 0 | 0
6_report | 0.0713 | 0 | 0
5_1_grt | 0.0828 | 0 | 0
[placed cells by master (no fill, tap or decap)]
cell type,n
inv_12,1
buf_6,2
clkdlybuf4s50_1,16
inv_6,1
dlygate4sd2_1,2
buf_2,5
fa_2,8
inv_1,4
buf_8,1
inv_2,4
No activity file was given, so power comes from the tool's default toggle rates.
