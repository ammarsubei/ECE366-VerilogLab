## flow/config.mk

```make
export PLATFORM = sky130hd
export DESIGN_NAME = ALU4bit
export DESIGN_NICKNAME = ALU4bit
export VERILOG_FILES = /design/flow/design.v
export SDC_FILE = /design/flow/constraint.sdc
export NUM_CORES = 4
export LEC_CHECK = 1
export CORE_AREA = 10 10 88 88
export DIE_AREA = 0 0 98 98
```

## flow/constraint.sdc

```tcl
current_design ALU4bit

set clk_period 1.7
set clk_io_pct 0.2

create_clock -name clk0 -period $clk_period [get_ports {clock}]

set non_clock_inputs [all_inputs -no_clocks]
set_input_delay [expr $clk_period * $clk_io_pct] -clock clk0 $non_clock_inputs
set_output_delay [expr $clk_period * $clk_io_pct] -clock clk0 [all_outputs]
```

## flow/design.v

```verilog
module ALU1bit(clock, inA, inB, Cin, binv, less, op, Cout, result);
  input clock, inA, inB, Cin, binv, less;
  input [1:0] op;
  output reg result, Cout;
  reg newB;
  always @ (posedge clock)
  begin
    if(binv)
      newB = ~inB;
    else
      newB = inB;
    if(op == 2'b00)
      result = inA & newB;
    else if(op == 2'b01)
      result = inA | newB;
    else if(op == 2'b10) begin
      result = inA ^ newB ^ Cin;
      Cout = (inA & newB) | (inA & Cin) | (newB & Cin);
    end
    else if(op == 2'b11) begin
      if(inA == newB)
        result = less;
      else
        result = inA < newB;
    end
  end
endmodule
module ALU4bit(clock, inA, inB, Cin, binv, less, op, Cout, result);
  input clock, Cin, binv, less;
  input [3:0] inA;
  input [3:0] inB;
  input [2:0] op;
  output wire [3:0] result;
  output wire Cout;
  reg newBinv;
  wire [3:0] C;
  always @ (posedge clock) 
  begin
    if(op == 3'b100)
      newBinv = ~binv;
    else
      newBinv = binv;
  end
  ALU1bit alu1(clock, inA[0], inB[0], Cin, newBinv, less, {op[1], op[0]}, C[0], result[0]);
  ALU1bit alu2(clock, inA[1], inB[1], C[0], newBinv, result[0], {op[1], op[0]}, C[1], result[1]);
  ALU1bit alu3(clock, inA[2], inB[2], C[1], newBinv, result[1], {op[1], op[0]}, C[2], result[2]);
  ALU1bit alu4(clock, inA[3], inB[3], C[2], newBinv, result[2], {op[1], op[0]}, Cout, result[3]);
endmodule
```

## flow/run.sh

```bash
#!/bin/bash
# OpenROAD 26Q1-2900-gdf79404cd8, Yosys 0.63+post, stock flow scripts
make -C /OpenROAD-flow-scripts/flow DESIGN_CONFIG=/design/flow/config.mk WORK_HOME=/design/flow/orfs finish
```

==> impl_metrics.env <==
# source this file to load flow results
export IMPL_die_w_um=98
export IMPL_num_rows=28
export IMPL_syn_area_um2=772
export IMPL_dp_slack_ns=-0.570
export IMPL_slew_violations=0
export IMPL_nFillCells=624
export IMPL_ys_ff=9
export IMPL_dr_pass1_iters=3
export IMPL_dp_hpwl_mm=1.45
export IMPL_pin_count=20
export IMPL_tool_warnings=32
export IMPL_maxCapViolCount=0
export IMPL_crit_arrival_ns=1.78
export IMPL_powerDensity_nw_per_um2=658
export IMPL_required_ns=1.67
export IMPL_start_kind="flop"
export IMPL_yosys_stat_area_um2=772
export IMPL_drc=0
export IMPL_setup_viol=4
export IMPL_critPathKind="reg -> reg"
export IMPL_period_used_pct=106
export IMPL_fp_utilization_pct=13.0
export IMPL_cts_tree="yes"
export IMPL_rsz0062_at_grt="yes"
export IMPL_viasPerCell=3.23
export IMPL_synth_cell_type_count=16
export IMPL_groute_usage_overall_pct=3.64
export IMPL_design_area_um2=1340
export IMPL_clk_pin_slew_ns=0.05
export IMPL_cp_slowest_stage_delay_ns=0.47
export IMPL_vias=595
export IMPL_coreArea_um2=5920
export IMPL_failed_checks="negative setup slack"
export IMPL_globalplace_congestion=0.806
export IMPL_outcome="complete, but fails checks"
export IMPL_wl_per_cell_um=9.91
export IMPL_finalHoldViolCount=0
export IMPL_antennaDiodeCount=0
export IMPL_ys_cells=75
export IMPL_dpl_cell_area_um2=1160
export IMPL_path_max_fanout=4
export IMPL_grt_pass1_vias=641
export IMPL_io_buffer_count=19
export IMPL_dieArea_um2=9600
export IMPL_fp_dieH_um=98
export IMPL_grt_overflow=0
export IMPL_clock_fmax_mhz=554
export IMPL_dp_cells=179
export IMPL_synthCells=75
export IMPL_vdd_drop_max_v=0.000310
export IMPL_fin_skew_ns=0.000982
export IMPL_crit_slowest_cell="dfxtp_4"
export IMPL_hold_path_class="reg -> reg"
export IMPL_clockBufferDepth=2
export IMPL_yosys_warnings=2
export IMPL_clkSinkCount=9
export IMPL_syn_avg_cell_area_um2=10.3
export IMPL_end_kind="flop"
export IMPL_drt_iter0_drc=22
export IMPL_clkLatencyLatePin_ns=0.23
export IMPL_antenna_left=0
export IMPL_grt_max_degree=6
export IMPL_antenna_found_initial=0
export IMPL_power_leakage_uw=0.000544
export IMPL_drt_wl_total_mm=1.82
export IMPL_hold_buffers=0
export IMPL_cts_root_buffer="clkbuf_8"
export IMPL_drive_gt1_share_pct=34.9
export IMPL_crit_chain="xor2_4 > inv_2 > ha_4 > xor2_1 > mux4_2"
export IMPL_numCtsBuffers=3
export IMPL_cts_max_level=1
export IMPL_area_delta_synth_final_pct=73.1
export IMPL_grt_pass1_wl_mm=2.90
export IMPL_fin_crit_ns=1.81
export IMPL_setup_slack_ns=-0.105
export IMPL_ys_seq_share_pct=33.7
export IMPL_stdcell_count=184
==> worst max-delay path, delay by kind of cell, from the launching register on <==
kind                       cells  cell delay (ns)
xor gates and xnor gates       2             0.36
adders and majority gates      1             0.21
buffers and inverters          1             0.07
DFF                            1             0.47
muxes                          1             0.43
==> placed cells by master, fill, tap and decap left out, drive strengths merged <==
| cell type | Yosys | final |
|---|---|---|
| a21oi | 4 | 4 |
| buf | 5 | 13 |
| clkbuf | 0 | 4 |
| clkdlybuf4s50 | 0 | 11 |
| conb | 1 | 4 |
| dfxtp | 1 | 1 |
| dlygate4sd2 | 0 | 8 |
| edfxtp | 8 | 8 |
| ha | 12 | 12 |
| inv | 16 | 16 |
| mux4 | 4 | 4 |
| nand2 | 1 | 1 |
| nand2b | 4 | 4 |
| nor2 | 5 | 5 |
| nor2b | 1 | 1 |
| o21ai | 4 | 4 |
| xnor2 | 1 | 1 |
| xor2 | 8 | 8 |
==> registers in the layout, summed over array words and instances, names as in the netlist <==
register,cells
alu4.result,1
newBinv,1
alu1.Cout,1
alu4.Cout,1
alu3.Cout,1
alu2.result,1
alu3.result,1
alu1.result,1
alu2.Cout,1
==> synth_stat cells (all sizes together) <==
master   n  area [um^2]
edfxtp   8          240
ha      12          150
inv     16         60.1
buf      5         35.0
nand2    1         3.75
xor2     8         70.1
mux4     4         90.1
o21ai    4         20.0
nand2b   4         25.0
xnor2    1         8.76
conb     1         3.75
nor2b    1         6.26
a21oi    4         20.0
dfxtp    1         20.0
nor2     5         18.8
==> final timing paths <==
path / from / end / slack [ns] / depth (start not counted)
worst min-delay path: alu3.Cout / alu4.Cout / 0.59 / 2
worst min register to register: alu3.Cout / alu4.Cout / 0.59 / 2
worst max register to register: newBinv / alu4.result / -0.11 / 5
worst max-delay path: newBinv / alu4.result / -0.11 / 5
==> per-stage QoR <==
| step | TNS, ns | hold WS [ns] | power [uW] | utilization, % |
|---|---|---|---|---|
| floorplan | -0.152 | 0.426 | 451 | - |
| global placement | -2.19 | 0.578 | 562 | 19.5 |
| detailed placement | -2.24 | 0.577 | 566 | 19.5 |
| CTS | -0.337 | 0.594 | 829 | 20.5 |
| global route | -0.608 | 0.628 | 950 | 22.6 |
| finish | -0.361 | 0.592 | 879 | 22.6 |
==> cells by family (layout without fill, tap and decap cells) <==
family	count (synthesis)	in the layout	share of synthesized area (%)
buffers and inverters	21	52	12.3
adders and majority gates	12	12	19.4
and+or+nand+nor	11	11	6.97
xor gates and xnor gates	9	9	10.2
DFF	9	9	33.7
AOI/OAI and AO/OA	8	8	5.19
muxes	4	4	11.7
other	1	4	0.486
==> per-layer routing <==
metal	vias to the layer above	part of all wire (%)	global-route usage, %
met5	-	0	0
met4	0	0.60	0.336
li1	304	-	-
met1	272	50	4.66
met2	17	42	5.43
met3	2	8.1	2.06
==> repair_timing <==
item,CTS,global route
buffers inserted,1,0
pin swaps,4,4
resized,9,16
endpoints found under the setup margin,4,4
==> area by class of cell <==
type | instances | area [um^2] | area share, %
Multi-Input combinational cell | 48 | 596 | 44.6
Inverter | 16 | 60.1 | 4.49
Tap cell | 75 | 93.8 | 7.02
Sequential cell | 9 | 264 | 19.8
Timing Repair Buffer | 32 | 278 | 20.8
Clock buffer | 4 | 45.0 | 3.37
==> power by group <==
| group | total (uW) | switching [uW] | internal [uW] |
|---|---|---|---|
| combinational | 332 | 134 | 198 |
| sequential | 296 | 22.5 | 273 |
| clock | 252 | 88.5 | 164 |
| total | 879 | 245 | 635 |
Power and IR drop assume default switching activity.
